==> ./design.v <==
`timescale 1ns / 1ps
module AHB_slave3_module(
    input hclk,
    input hresetn,
    input [31:0] haddr,
    input hwrite,
    input [1:0] htrans,
    input [31:0] hwdata,
    input hready,
    input hsel,
    output reg hreadyout,
    output reg hresp,
    output reg [31:0] hrdata,
    output reg error,
    output reg split_in,
    output reg valid_aft_split_in
    );
    reg [31:0] memory [31:0];
    reg [4:0] waddr;
    reg [4:0] raddr;
    reg [1:0] present_state;
    reg [1:0] next_state;
    parameter idle = 2'b00;
    parameter read   = 2'b01;
    parameter write   = 2'b10;
    parameter validity   = 2'b11;
    always @(posedge hclk)
        begin
            present_state <= next_state;
            split_in <= 1'b0;
            valid_aft_split_in <= 1'b0;
            if (!hresetn)
            begin
                waddr <= 5'b0;
                raddr <= 5'b0;
                hreadyout <= 1'b1;
                next_state <= idle;
            end
            else 
            begin
                case(present_state)
                    idle:begin
                        hreadyout <= 1'b1;
                        waddr <= 5'b0;
                        raddr <= 5'b0;
                        if (hwrite && hsel)
                        begin 
                            next_state<= write;
                        end
                        else if (!hwrite && hsel)
                            next_state <= read; 
                        end
                    read: begin
                            raddr <= haddr[4:0];
                            hrdata <= memory[raddr] ;
                            next_state <= idle;  
                        end
                    write : begin
                            waddr <= haddr[4:0];
                            next_state <= validity;  
                            end
                    validity: 
                            begin 
                                if (waddr < 5'd4)
                                    error<=1'b0;
                                else
                                begin 
                                    memory[waddr] <= hwdata;
                                end
                            end    
                endcase
            end
        end
endmodule
==> ./run.sh <==
#!/bin/bash
# OpenROAD 26Q1-2900-gdf79404cd8, Yosys 0.63+post, stock flow scripts
make -C /OpenROAD-flow-scripts/flow DESIGN_CONFIG=/design/flow/config.mk WORK_HOME=/design/flow/orfs finish
==> ./config.mk <==
export PLATFORM = sky130hd
export DESIGN_NAME = AHB_slave3_module
export DESIGN_NICKNAME = AHB_slave3_module
export VERILOG_FILES = /design/flow/design.v
export SDC_FILE = /design/flow/constraint.sdc
export NUM_CORES = 4
export LEC_CHECK = 1
export CORE_UTILIZATION = 40
==> ./constraint.sdc <==
current_design AHB_slave3_module

set clk_period 14.5
set clk_io_pct 0.2

create_clock -name clk0 -period $clk_period [get_ports {hclk}]

set non_clock_inputs [all_inputs -no_clocks]
set_input_delay [expr $clk_period * $clk_io_pct] -clock clk0 $non_clock_inputs
set_output_delay [expr $clk_period * $clk_io_pct] -clock clk0 [all_outputs]
==> notes.org <==
#+TITLE: Synthesis and PnR summary

** Synthesis
- Synthesis instantiated 30 different standard cells from the library.
- By count the netlist is led by edfxtp_1, mux2i_1, a21oi_1.
- FFs w/ async S/R, synth :: 0
- Share of the yosys chip area belonging to registers :: 0.772
- Number of cells in the yosys synthesis report :: 2,332
- Number of instances in the synthesized netlist :: approximately 2,300
- edfxtp_1 takes more of the synthesized area than any other cell.
- After synthesis, the mean cell area works out to ~18 µm².
- Largest cells by area after synthesis :: edfxtp_1, mux2i_1, a22oi_1, a22o_1, a21oi_1
- The warning tally printed by Yosys for this design is 2.
- Post-synth the commonest register cell is edfxtp_1.
- Yosys synthesis chip area :: 0.0414 mm²
- The synthesis stats list as the most numerous cell edfxtp_1.
- Fraction of synthesized cell area taken by the top area cell type :: 0.765
- Number of storage elements in the synthesis netlist :: ~1,100
- Cell Area, Synth :: roughly 0.041 mm²
- The post-synth count of flops with an enable pin is 1,056.

** Min path
- Note that the worst hold path type here is flip-flop to flip-flop.
- The number of cells on the worst hold path is listed as 0.
- Worst-case hold path end point :: present_state[1]
- Startpoint of the tightest hold check path :: next_state[1]

** Critical path
- Among all stages on the critical path, the maximum delay recorded is 870 ps.
- The launch point of the worst register-to-register path is recorded as raddr[1].
- Required time at the endpoint of the critical path :: around 15,000 ps
- Type of element launching the critical path :: primary input
- Largest driver fanout on the critical path :: 17
- Critical-path cell with the highest stage delay :: nor2_4
- For reference, the most critical setup path is categorized as primary input to flip-flop.
- The timing report gives the worst reg2reg path a setup slack of 9810 ps.
- Origin of the worst setup path :: hresetn
- Capturing point of the worst reg2reg path :: hrdata[13]
- Element type at the critical path end :: flip-flop
- Arrival time at the worst endpoint :: between 5000 and 6000 ps
- Crit-path cells :: clkdlybuf4s50_1 -> o311a_1 -> nor2b_1 -> nand2_1 -> nor2_4 -> buf_4
- The number of cells on the worst reg-to-reg path is 9.

** Detailed routing
- Aggregate routed wire length :: 89,800 µm
- Routed via count divided by cell count :: about 5.2
- Wire per inst :: roughly 22 µm
- Per the detail_route report, inserted antenna diodes total 0.
- For this run, the detailed router's first-pass iteration total came to 5.
- The detailed router finished its first iteration with 1,335 violations.
- Number of remaining DRC errors :: 0
- Nets still carrying antenna violations after routing amount to 0.
- Overall via count from detail_route :: approximately 21,000

** Placement
- DP Area :: 0.0444 mm²
- The detailed placer reported the number of placed instances as 3,840.
- After legalization and detailed placement, the total HPWL measured 45,800 µm.
- Per the gpl log, the routability congestion estimate is 0.793.
- The buffer_ports step reported a buffer count of a little over 70.

** Timing
- The final timing summary puts the cycle share of the worst path at 0.384.
- For reference, the final report shows the max-slew violation count at 0.
- Headroom to the max-slew limit came out at 0.338.
- The routed design could run at a clock period as short as around 5600 ps.
- Skew final :: roughly 24 ps
- Endpoints failing hold in the final report were tallied at 0.
- Hold is met by 357 ps.
- Adding up every negative setup slack in the final design gives 0 ps.
- Peak Freq :: 179 MHz
- Setup repair after global routing left no endpoint under its margin.
- Worst-Margin Slew :: about 990 ps
- In the final report, the number of endpoints failing setup comes to 0.

** Clock tree
- # H-tree levels :: 3
- Post-cts gate resize count :: 0
- Counting the buffers created by CTS gives 109.
- The skew report gives the latency at the later pin of the worst-skew pair as 670 ps.
- For reference, the clock transition at the flip-flops on the worst setup and hold paths is 60 ps.
- TritonCTS built the clock tree.
- The number of hold buffers added after CTS was 0.
- Post-CTS Setup Inserts :: 0
- The tree is rooted in a clkbuf_16.
- In this run the deepest clock path goes through 3 buffers.
- The clock tree has to reach approximately 1,100 sinks.

** Global routing
- Peak-usage layer in the global routing report :: met2
- The total overflow left after global routing is 0.
- GRT Util Overall :: 0.189
- Met2 track demand over resource :: 0.283
- The initial antenna violation count is 2.
- Wire length of the first global-routing pass :: around 130,000 µm
- M1 GR Usage :: 0.227
- met3 track demand over resource after global routing is 0.138.
- Entering global routing, the biggest net connects 97 pins.
- Vias in the first global route :: around 22,000

** Layout
- Fill cell count :: 8,417
- Signed area change from the synthesized netlist to the final layout :: 15.2%
- Non-filler instance count after layout :: 4,029
- Sequential standard cell area :: 0.0320 mm²
- Multi-input combinational cell area :: 0.00937 mm²
- The finished cells cover 0.0477 mm².
- Per the final layout report, the fraction of cells sized above drive strength 1 comes to 0.0992.

** Power
- Worst ir drop on vdd :: 0.100 mV
- For this design the ratio of total power to cell area is approximately 140 mW/mm².
- The power report puts the leakage power at 14.7 nW.

** Floorplan
- between 100 and 150 I/O pins were placed.
- According to the floorplan report, the total die area is 0.105 mm².
- The floorplan step set the die height to 324 µm.
- Width of the die :: 324 µm
- Number of cell rows :: around 120
- Area of the core :: 0.102 mm²
- Core Util at FP :: 0.406

** Flow run
- The logs give a warning total of 59.
- Per the run summary, max-cap violations total 0.

** Status
- The run finished with clean final reports.
flip-flops by register name, indices dropped and copies added (netlist names):
register / flops
hrdata: 32
waddr: 5
next_state: 2
present_state: 2
memory: 1024
raddr: 5
power by group:
group          switching (W)  internal, W
registers          0.0000297      0.00347
clock network        0.00110      0.00150
logic               0.000454     0.000280
total                0.00159      0.00525
cell families after synthesis:
kind of cell / synth area share
adder cells (fa/ha/maj): 0.00121
AND-OR/OR-AND: 0.0492
multiplexers: 0.124
other: 0.000181
buffers and inverters: 0.0198
flip-flops: 0.772
AND/OR/NAND/NOR: 0.0341
cell type report:
type                       instances  share of cell area
clock buffer                     130              0.0592
clock inverter                    59              0.0104
inverter                           3            0.000236
multi-input combinational       1252               0.196
sequential                      1070               0.670
tap                             1368              0.0358
timing repair buffer             147              0.0279
per-stage QoR:
stage / power (W) / setup WS [ps] / util
after floorplan: 0.00404 / 9300 / -
after global placement: 0.00430 / 8300 / 0.435
after detailed placement: 0.00431 / 8260 / 0.435
after CTS: 0.00691 / 8950 / 0.467
after global routing: 0.00710 / 8760 / 0.467
final: 0.00684 / 8930 / 0.467
worst max path at each step:
stage / to / slack, ps / depth (start not counted)
finish: memory[5][15] / 8930 / 6
global route: memory[5][13] / 8760 / 6
CTS: memory[5][13] / 8950 / 6
worst max-delay path, delay by kind of cell:
family,cells,cell delay [ps]
buffers and inverters,2,1160
AND/OR/NAND/NOR,3,1490
AND-OR/OR-AND,1,300
layout by cell type, fill, tap and decap left out, types with 3 or more instances in the layout:
cell type / instances
edfxtp_1: 1056
mux2i_1: 512
conb_1: 133
clkbuf_16: 110
a21oi_1: 106
nand2_1: 98
nand3_1: 98
a22oi_1: 96
clkdlybuf4s50_1: 72
buf_4: 71
a22o_1: 64
nor3_1: 32
a31oi_1: 32
nor2_4: 29
clkinv_2: 24
clkinv_1: 20
clkbuf_1: 20
dfxtp_1: 13
nor2b_1: 12
nor3b_1: 10
bufinv_16: 7
nand3b_1: 5
nor2_1: 5
ha_1: 4
buf_12: 4
inv_1: 3
clkinv_8: 3
clkinvlp_4: 3
metal layers:
layer  up-vias  part of all wire
met1     10200              0.35
li1       9605                 -
met4         4             0.028
met2      1089              0.47
met5         -           0.00033
met3       163              0.15
Power is estimated from default activity; no workload was simulated.
