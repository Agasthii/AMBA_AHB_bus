===== flow/run.sh =====
#!/bin/bash
# OpenROAD 26Q1-2900-gdf79404cd8, Yosys 0.63+post, stock flow scripts
make -C /OpenROAD-flow-scripts/flow DESIGN_CONFIG=/design/flow/config.mk WORK_HOME=/design/flow/orfs finish

===== flow/config.mk =====
export PLATFORM = sky130hd
export DESIGN_NAME = AHB_slave2_module
export DESIGN_NICKNAME = AHB_slave2_module
export VERILOG_FILES = /design/flow/design.v
export SDC_FILE = /design/flow/constraint.sdc
export NUM_CORES = 4
export LEC_CHECK = 1
export CORE_UTILIZATION = 40

===== flow/constraint.sdc =====
current_design AHB_slave2_module

set clk_period 18.1
set clk_io_pct 0.2

create_clock -name clk0 -period $clk_period [get_ports {hclk}]

set non_clock_inputs [all_inputs -no_clocks]
set_input_delay [expr $clk_period * $clk_io_pct] -clock clk0 $non_clock_inputs
set_output_delay [expr $clk_period * $clk_io_pct] -clock clk0 [all_outputs]

===== flow/design.v =====
`timescale 1ns / 1ps
module AHB_slave2_module(
    input hclk,
    input hresetn,
    input [31:0] haddr,
    input hwrite,
    input [1:0] htrans,
    input [31:0] hwdata,
    input hready,
    input hsel,
    output reg hreadyout,
    output reg hresp,
    output reg [31:0] hrdata,
    output reg error,
    output reg split_in,
    output reg valid_aft_split_in
    );
    reg [31:0] memory [31:0];
    reg [4:0] waddr;
    reg [4:0] raddr;
    reg [1:0] present_state;
    reg [1:0] next_state;
    parameter idle = 2'b00;
    parameter read   = 2'b01;
    parameter write   = 2'b10;
    parameter validity   = 2'b11;
    always @(posedge hclk)
        begin
            present_state <= next_state;
            split_in <= 1'b0;
            valid_aft_split_in <= 1'b0;
            if (!hresetn)
            begin
                waddr <= 5'b0;
                raddr <= 5'b0;
                hreadyout <= 1'b1;
                next_state <= idle;
            end
            else 
            begin
                case(present_state)
                    idle:begin
                        hreadyout <= 1'b1;
                        waddr <= 5'b0;
                        raddr <= 5'b0;
                        if (hwrite && hsel)
                        begin 
                            next_state<= write;
                        end
                        else if (!hwrite && hsel)
                            next_state <= read; 
                        end
                    read: begin
                            raddr <= haddr[4:0];
                            hrdata <= memory[raddr] ;
                            next_state <= idle;  
                        end
                    write : begin
                            waddr <= haddr[4:0];
                            next_state <= validity;  
                            end
                    validity: 
                            begin 
                                if (waddr < 5'd4)
                                    error<=1'b0;
                                else
                                begin 
                                    memory[waddr] <= hwdata;
                                end
                            end    
                endcase
            end
        end
endmodule

==> flow_summary.toml <==
# yosys + openroad results
[run_status]
status = "finished, final reports clean"

[job]
log.warning_count = 59
drv_cap = 0

[clock_tree]
clkTransAtPathRegs_ns = 0.06
cts_tree = "yes"
clock_path_buffers = 3
cts_setup_buffers = 0
cts_made_buffers = 107
root_buffer = "clkbuf_16"
clock_sinks = 1070
cts_resized = 0
ctsHoldBuffers = 0
clock_latency_ns = 0.68
cts-htree-levels = 3

[min_path]
hp-class = "register to register"
min_delay_path_depth = 0
hold_start = "next_state[0]$_SDFFE_PN0P_"
hold_path_end = "present_state[0]$_DFF_P_"

[synth]
ys_ff = 1070
netlist_instances = 2332
yosysChipArea_um2 = 41440
netlist_area_um2 = 41440
ys_seq_share_pct = 77.19
ys_cells = 2332
yosysUniqueCellTypes = 30
yosysWarnings = 2
syn-mean-instance-area_um2 = 17.77

[power_and_ir_drop]
total_leakage_power_nw = 14.81
total_power_mw = 5.663
ir_drop_mv = 0.07576
power_density_nw_per_um2 = 117.7

[worst_setup_path]
r2r_cells = 9
cp.buffers_inverters = 2
criticalPathCategory = "input pin to register"
arrival_ns = 6.50
required_ns = 18.41
worst_setup_path_start_kind = "input pin"
critical_path.cell_chain = "clkdlybuf4s50_1, o311a_1, nor2b_1, nand2_1, nor2_4, buf_4"
cp_slowest_stage_delay_ns = 0.79
r2r-start = "raddr[1]$_SDFFE_PN0P_"
reg2reg_to = "hrdata[18]$_DFFE_PP_"
slowest_stage = "nor2_4"
crit_fanout = 17
cp-end-kind = "register"
cp_top_family = "simple AND/OR/NAND/NOR gates"
reg2reg_slack_ns = 13.21

[drt]
met3_length_um = 15290
avgRoutedWirePerCell_um = 22.38
route.detailed.drc = 0
highest_layer = "met5"
drt_wl_total_um = 90470
wl_met1_um = 30300
vias = 21090
wl_met2_um = 42620
detailedRoute.firstIterationViolations = 1137
ant_nets = 0
dr.pass1.iters = 5
antenna_cells_inserted = 0
via_per_inst = 5.216

[timing]
setup_violations = 0
skew_ns = 0.02885
setup-tns-final_ns = 0
max_slew.worst_pin.slew_ns = 0.9940
fmax_mhz = 161.6
final.setup.worst_slack_ns = 11.91
relSlewSlack_pct = 33.53
finalHoldViolCount = 0
slew_violations = 0
finalCritPeriodShare_pct = 34.19
rsz0062_at_grt = "no"
period_minus_slack_ns = 6.188

[floorplanning]
chipWidth_um = 323.9
ios = 108
core_um2 = 102200
rows = 117
dieArea_um2 = 104900
fp_util_pct = 40.56
fp.dieH_um = 323.9

[grt]
first_global_vias = 22530
antenna_found_initial = 3
grt_max_degree = 98
grt_usage_pct = 19.15
overflow = 0
grt_pass1_wl_um = 134500

[cells_and_area]
layout-drive-gt1-share_pct = 10.28
final_util_pct = 47.07
syn_to_final_growth_pct = 16.04
logic_area_um2 = 9369
layout_top_cells = "edfxtp_1, mux2i_1, conb_1"
layout_top_cell = "edfxtp_1"
final_cell_area_um2 = 48090
n_fill_cell = 8342
regArea_um2 = 31990

[placed_design]
hpwl_um = 45910
port_buffers = 72
placed_area_um2 = 44400
pre_cts_ws_ns = 11.21
place_congestion = 0.8048
## routing by layer
metal | vias up | GRT usage, %
met1 | 10080 | 21.77
met4 | 8 | 3.836
li1 | 9630 | -
met5 | - | 0.1852
met2 | 1215 | 28.57
met3 | 155 | 15.61
## layout make-up
type	instances	area share, %
Tap cell	1368	3.559
Timing Repair Buffer	148	2.737
Clock buffer	127	5.807
Multi-Input combinational cell	1252	19.48
Clock inverter	75	1.868
Sequential cell	1070	66.53
Inverter	3	0.02341
## flip-flops by register name, indices dropped and copies added, names as in the netlist
register / flops
hrdata: 32
memory: 1024
next_state: 2
present_state: 2
raddr: 5
waddr: 5
## kinds of logic (layout without fill, tap and decap cells)
group | Yosys count | in the layout | synth area share (%)
adders and majority gates | 4 | 4 | 0.1208
buffers and inverters | 141 | 353 | 1.980
other | 2 | 133 | 0.01812
muxes | 512 | 512 | 12.37
AOI/OAI and AO/OA | 302 | 302 | 4.921
DFF | 1070 | 1070 | 77.19
and+or+nand+nor | 301 | 301 | 3.405
## synth_stat cells (all sizes together)
cell       n  share of area (%)
nand2b     4              0.060
nor2      34               0.31
nor3      32               0.39
and2       2              0.030
nand3b     5              0.091
edfxtp  1056                 77
o311a      1              0.024
buf       84                1.4
nand3     98                1.2
a22oi     96                1.7
dfxtp     14               0.68
mux2i    512                 12
a22o      64                1.4
nor2b     14               0.21
ha         4               0.12
or3b       2              0.042
o21ai      1              0.012
nor3b     10               0.18
a21oi    106                1.3
or2        1              0.015
clkbuf    54               0.52
nand2     99               0.90
conb       2              0.018
o22ai      2              0.030
inv        3              0.027
a31oi     32               0.48
## worst reg2reg max path, delay by kind of cell (launching register included)
kind                   cells  cell delay, ns
AND-OR/OR-AND              2            0.36
buffers and inverters      4            2.95
AND/OR/NAND/NOR            2            0.24
multiplexers               1            0.33
flip-flops                 1            0.71
## metrics by stage
stage | std cells | hold WS [ns]
2_1_floorplan | 2463 | 0.3315
3_3_place_gp | 3841 | 0.3403
3_5_place_dp | 3841 | 0.3407
4_1_cts | 4043 | 0.3528
5_1_grt | 4043 | 0.3624
6_report | 4043 | 0.3536
## power by group
part	internal (mW)	switching [mW]	total, mW
registers	2.78	0.0212	2.80
clock network	1.36	0.912	2.27
logic	0.223	0.364	0.587
total	4.37	1.30	5.66
## worst max path at each step
stage | startpoint | end | cells past startpoint
finish | hresetn | memory[5][15]$_DFFE_PP_ | 6
global route | hresetn | memory[5][7]$_DFFE_PP_ | 6
CTS | hresetn | memory[5][15]$_DFFE_PP_ | 6
No activity file was given, so power comes from the tool's default toggle rates.
